## flow/config.mk

```make
export PLATFORM = sky130hd
export DESIGN_NAME = BIST_FA16
export DESIGN_NICKNAME = BIST_FA16
export VERILOG_FILES = /design/flow/design.v
export SDC_FILE = /design/flow/constraint.sdc
export NUM_CORES = 4
export LEC_CHECK = 1
export CORE_AREA = 10 10 103 103
export DIE_AREA = 0 0 113 113
```

## flow/constraint.sdc

```tcl
current_design BIST_FA16

set clk_period 7.7
set clk_io_pct 0.2

create_clock -name clk0 -period $clk_period [get_ports {clk}]

set non_clock_inputs [all_inputs -no_clocks]
set_input_delay [expr $clk_period * $clk_io_pct] -clock clk0 $non_clock_inputs
set_output_delay [expr $clk_period * $clk_io_pct] -clock clk0 [all_outputs]
```

## flow/design.v

```verilog
module BIST_FA16(clk,en,test,rst,pf,x,y,c0,sum,carry_out);
	input  [15:0] x,y;
	input  clk,en,test,rst,c0;
	output [15:0]sum;
	output carry_out,pf;
	reg    [15:0]x_reg,y_reg;
	reg    [2:0]count;
	reg    c_in_reg;
	always@(posedge clk) begin
		if(test)begin
			count <= count +1 ;
		end
	end
	always@(posedge clk) begin
		if((!en)||rst)
		begin
			x_reg<={16{1'b0}};
			y_reg<={16{1'b0}};
			c_in_reg<=1'b0;
			count<=3'd0;
		end
		else
		begin
			if(test)
			begin
				case (count)
					3'b000:begin x_reg<={16{1'b0}};y_reg<={16{1'b0}};c_in_reg<=1'b0; end
					3'b001:begin x_reg<={16{1'b0}};y_reg<={16{1'b1}};c_in_reg<=1'b0; end
					3'b010:begin x_reg<={16{1'b0}};y_reg<={16{1'b1}};c_in_reg<=1'b1; end
					3'b011:begin x_reg<={16{1'b1}};y_reg<={16{1'b0}};c_in_reg<=1'b0; end
					3'b100:begin x_reg<={16{1'b1}};y_reg<={16{1'b0}};c_in_reg<=1'b1; end
					3'b101:begin x_reg<={16{1'b1}};y_reg<={16{1'b1}};c_in_reg<=1'b1; end
					3'b110:begin x_reg<={8{2'b01}};y_reg<={8{2'b01}};c_in_reg<=1'b0; end
					3'b111:begin x_reg<={8{2'b10}};y_reg<={8{2'b10}};c_in_reg<=1'b1; end
				endcase
			end
			else
			begin
				x_reg<=x;
				y_reg<=y;
				c_in_reg<=c0;
			end
		end
	end
	adder16 add16(x_reg,y_reg,c_in_reg,sum,carry_out);
	comparator u1(en,test,rst,sum,carry_out,count,pf);
endmodule 	
module comparator(en,test,rst,sum,carry_out,count,pf);
	input  [15:0]sum;
	input  [2:0]count;
	input  en,test,rst,carry_out;
	output pf;
	reg	 pf;
	always@(*) begin
		if((!test)||(!en)||rst)
			pf=0;
		else
		begin
			case (count)
				3'b000:pf=((sum=={8{2'b01}})&&(carry_out==1'b1));
				3'b001:pf=((sum=={16{1'b0}})&&(carry_out==1'b0));
				3'b010:pf=((sum=={16{1'b1}})&&(carry_out==1'b0));
				3'b011:pf=((sum=={16{1'b0}})&&(carry_out==1'b1));
				3'b100:pf=((sum=={16{1'b1}})&&(carry_out==1'b0));
				3'b101:pf=((sum=={16{1'b0}})&&(carry_out==1'b1));
				3'b110:pf=((sum=={16{1'b1}})&&(carry_out==1'b1));
				3'b111:pf=((sum=={8{2'b10}})&&(carry_out==1'b0));
			endcase
		end
	end
endmodule 
module adder16(a,b,carry_in,sum,carry_out);
	input  [15:0] a,b;
	input  carry_in;
	output [15:0]sum;
	output carry_out;
	wire   [15:0]sum;
	wire   carry_out;
	assign {carry_out,sum} = a+b+carry_in;
endmodule
```

## flow/run.sh

```bash
#!/bin/bash
# OpenROAD 26Q1-2900-gdf79404cd8, Yosys 0.63+post, stock flow scripts
make -C /OpenROAD-flow-scripts/flow DESIGN_CONFIG=/design/flow/config.mk WORK_HOME=/design/flow/orfs finish
```

==> notes.md <==
Flow results follow.

The synthesized netlist contains 42 unique library cells. Among all flip-flop cells after synthesis, the most frequent one is sky130_fd_sc_hd__dfxtp_1. The die width is 113 um. Yosys reported a register bit count of 33.

Setup repair after global routing left no endpoint under its margin. The H-tree was split into 2 levels. The initial antenna violation count is 0. The highest layer touched by signal routing is met4.

The maximum number of pins on one net before global-route repair is 19. The amount of wire on met2 after detailed routing is 1.840 mm. Per the detail_route report, vias per standard cell equal 4.064. For reference, the post-synthesis area per instance comes to 9.764 sq um. The residual overflow from global routing is 0. For this block, the initial DRC count from the detailed router was 39. The number of max-slew violations in the final report is 0. The total routing resource utilization after global routing is 0.06738.

The sum of routed wire length over all layers is 4.311 mm. The count of input and output buffers is 54. According to the report, the first pass of detailed routing completed in 4 iterations. The routability congestion estimate is 0.8498. In the floorplan report the effective utilization is 0.2094. The flow reports an fmax of 0.1778 GHz.

The post-route setup TNS is 0 ps. The share of flip-flops with an asynchronous set or reset is 0. The region available for standard cell placement spans 0.008299 sq mm. The boundary pin count is 55. For the worst setup path, the data arrival time is 4090 ps. The number of global-route vias before repair is 1491. The endpoint type of the worst setup path is an output port. The detailed router reports a met3 wire length of 383 um. Across all stage logs, warnings added up to 25. Per the detail_route report, routed wire per instance is 12.57 um. The number of clock buffers added by TritonCTS is 5. Measured against its own limit, the worst slew margin works out to 0.4518. The buffer levels on the longest clock path is 2. The layout overhead on the synthesized area is 43.99%. The post-route report lists met1 wire length as 2.052 mm.

CTS placed an instance of sky130_fd_sc_hd__clkbuf_8 at the clock tree root. The power per standard cell area is 144.8 mW/mm^2. The detailed placement HPWL is 3.615 mm. In this run the worst path has a maximum fanout of 2. The area of placed instances is 0.002406 sq mm. Data on the critical path is required at its endpoint by 6160 ps. The pin slew with the least headroom to its limit is 819.3 ps.

The clock tree from TritonCTS is yes. The final antenna diode tally reported by the flow is 0. The via count is 1394.

The post-synthesis cell area is 0.001738 sq mm. The class of the tightest hold or removal check is primary input to flip-flop. The kind of start point of the critical path is a primary input. The floorplan row count is 33. The leakage power is 1.014 nW. The chip area line of the yosys report is 0.001738 sq mm. The count of endpoints failing hold in the final timing report is 0. Per the Yosys statistics, synthesis produced 178 cells.

The worst path in the final design needs a cycle of 5626 ps, including I/O delays and setup. The worst VDD IR drop from the latest analysis is 0.07104 mV. The post-CTS clock slew at the launch and capture registers of the worst setup and hold paths is 70 ps.

The post-CTS resize count is 0. The DRC violation total left in the routed layout is recorded as 0. The final number of setup-violating endpoints is 0. The count of filler cells inserted in the layout is 854.

The part of the cycle the worst path needs is 0.7306. The remaining antenna violation count is 0. The share of synthesized area in the top cell type comes to 0.3801.

The run finished with clean final reports. Yosys mapped a number of flops with a built-in enable equal to 0. The main area contributors are sky130_fd_sc_hd__dfxtp_1 38%, sky130_fd_sc_hd__and2_1 12%, sky130_fd_sc_hd__ha_1 11%.

The layout cell share with drive strength beyond 1 is 0.06723. The hold-fix buffer count after cts is 0. The sequential-to-total area share from yosys stat is 0.3801. The chip area is 0.01277 sq mm. The critical setup path kind is primary input to output port. The count of max-cap constraint violations is 0. According to the floorplan report, the die height is 113 um. The TritonCTS sink count is 33. In this run the post-CTS setup repair buffer count came out at 0. The warning tally printed by Yosys for this design is 8. The gate count of the mapped netlist is 178. The first global-routing pass estimated 7.134 mm of wire. Summing all non-filler instances in the final layout gives an area of 0.002502 sq mm. The cell type with the largest total area after synthesis is sky130_fd_sc_hd__dfxtp_1.
through the flow:
| step | cells | util | worst slack [ps] | total power (W) | hold slack (ps) |
|---|---|---|---|---|---|
| finish | 343 | 0.3015 | 2074 | 0.0003624 | 1813 |
| global route | 343 | 0.3015 | 1860 | 0.0003826 | 1809 |
| CTS | 343 | 0.3015 | 2032 | 0.0003715 | 1796 |
| detailed placement | 335 | 0.2899 | 2032 | 0.0002326 | 2109 |
| global placement | 335 | 0.2899 | 2047 | 0.0002329 | 2106 |
| floorplan | 178 | - | 3229 | 0.0001989 | 1662 |
cells by family (layout without fill, tap and decap cells):
logic type / Yosys count / in the layout / share of synthesized area
mux: 1 / 1 / 0.005760
simple gates: 66 / 66 / 0.2369
flops: 33 / 33 / 0.3801
compound gates: 35 / 35 / 0.1526
fa+ha+maj: 17 / 17 / 0.1310
buf+inv: 13 / 73 / 0.02808
xor+xnor: 13 / 13 / 0.06552
cells in the mapped netlist (all sizes together), types with 2 or more instances:
library cell	count
o21bai	2
nand3	2
nor4b	2
ha	15
nand2	3
nand2b	5
clkbuf	3
o21ai	4
and2	34
inv	10
nor2	8
a21oi	13
dfxtp	33
xor2	2
o21a	2
fa	2
nor3	4
a21o	3
xnor2	11
o211ai	3
report_power, final:
| group | switching (W) | total [W] | internal, W |
|---|---|---|---|
| Combinational | 0.0000169 | 0.0000512 | 0.0000343 |
| Clock | 0.0000622 | 0.000135 | 0.0000723 |
| Sequential | 0.00000139 | 0.000177 | 0.000175 |
| Total | 0.0000805 | 0.000362 | 0.000282 |
critical path, cell delays in order:
cell	delay [ps]
sky130_fd_sc_hd__clkdlybuf4s50_1	390
sky130_fd_sc_hd__nand2b_1	150
sky130_fd_sc_hd__or4b_1	510
sky130_fd_sc_hd__nor4b_1	360
sky130_fd_sc_hd__nand4bb_1	160
sky130_fd_sc_hd__nor4b_2	250
sky130_fd_sc_hd__and4bb_1	240
sky130_fd_sc_hd__clkdlybuf4s50_1	490
layer usage:
metal  track usage  vias to the layer above
met5             0                        -
met4      0.007614                        0
met3       0.02671                        5
met2        0.1048                       42
met1       0.08915                      620
li1              -                      727
layout make-up:
type	instances	area, sq um	share of cell area
clock buffer	6	82.58	0.03300
timing repair buffer	55	548.0	0.2190
sequential	33	660.6	0.2640
multi-input combinational	132	1028	0.4110
tap	105	131.4	0.05250
inverter	10	37.54	0.01500
clock inverter	2	13.76	0.005500
layout by cell type (no fill, tap or decap), types with 3 or more instances in the layout:
cell type                         instances
sky130_fd_sc_hd__nor3_1                   4
sky130_fd_sc_hd__and2_1                  34
sky130_fd_sc_hd__dfxtp_1                 33
sky130_fd_sc_hd__a21o_1                   3
sky130_fd_sc_hd__ha_1                    15
sky130_fd_sc_hd__nand2_1                  3
sky130_fd_sc_hd__clkdlybuf4s50_1         54
sky130_fd_sc_hd__clkbuf_8                 6
sky130_fd_sc_hd__nor2_1                   8
sky130_fd_sc_hd__xnor2_1                 11
sky130_fd_sc_hd__inv_1                   10
sky130_fd_sc_hd__a21oi_1                 11
sky130_fd_sc_hd__nand2b_1                 5
final timing paths:
path | start | end | slack [ps] | depth (start not counted)
setup / recovery | rst | pf | 2070 | 8
hold / removal | x[3] | x_reg[3] | 1810 | 2
Power is estimated from default activity; no workload was simulated.
