==> flow/design.v <==
module top(A,B,C,D,E,En,SA,counter,FF,FT,result);
    input A,B,C,D,E,En,SA;   
    input[3:0] counter;
    output FF,FT,result;
    wire result;
    wire [12:0] selector;
    wire w0,w1,w2,w3,w4,w5,w6,w7,w8,w9,w10,w11,w12;
    mux mux0(SA,A,w0,w14);     
    mux mux1(SA,B,w1,w15);
    mux mux2(SA,C,w2,w16);
    mux mux3(SA,D,w3,w17);
    mux mux4(SA,E,w4,w18);
    nor nor0(w19,w16,w17);
    mux mux5(SA,w19,w5,w20);
    not inv0(w21,w18);
    mux mux6(SA,w21,w6,w22);
    and and0(w23,w15,w20);
    mux mux7(SA,w23,w7,w24);
    mux mux8(SA,w24,w8,w25);
    mux mux9(SA,w24,w9,w26);
    nor nor1(w27,w14,w25);
    mux mux10(SA,w27,w10,w28);
    and and1(w29,w26,w22);
    mux mux11(SA,w29,w11,w30);
    or  or0(w31,w28,w30);
    mux mux12(SA,w31,w12,FT);
    demux D0(En,counter,selector);
    assign {w0,w1,w2,w3,w4,w5,w6,w7,w8,w9,w10,w11,w12} = selector;
    circuit C1(A,B,C,D,E,FF);
    assign result = FF ^ FT;
endmodule
module mux(A,B,S,Y);
    input A,B,S;
    output Y;
    assign Y = (S) ? A : B;
endmodule
module demux(En,counter,out);
    input En;
    input [3:0] counter;
    output reg [12:0] out;
    always@(*)begin
        if(En)begin
            out = 13'b0000000000000;
            out[12-counter] = 1'b1;
        end
        else
            out = 13'b0000000000000;
    end
endmodule
module circuit(A,B,C,D,E,F);
    input A,B,C,D,E;
    output F;
    nor (w1,C,D);
    and (w2,w1,B);
    nor (w3,w2,A);
    not (w4,E);
    and (w5,w4,w2);
    or  (F,w5,w3);
endmodule
==> flow/run.sh <==
#!/bin/bash
# OpenROAD 26Q1-2900-gdf79404cd8, Yosys 0.63+post, stock flow scripts
make -C /OpenROAD-flow-scripts/flow DESIGN_CONFIG=/design/flow/config.mk WORK_HOME=/design/flow/orfs finish
==> flow/config.mk <==
export PLATFORM = sky130hd
export DESIGN_NAME = top
export DESIGN_NICKNAME = top
export VERILOG_FILES = /design/flow/design.v
export SDC_FILE = /design/flow/constraint.sdc
export NUM_CORES = 4
export LEC_CHECK = 1
export CORE_AREA = 10 10 70 70
export DIE_AREA = 0 0 80 80
==> flow/constraint.sdc <==
current_design top

set clk_period 3.9
set clk_io_pct 0.2

create_clock -name clk0 -period $clk_period

set non_clock_inputs [all_inputs -no_clocks]
set_input_delay [expr $clk_period * $clk_io_pct] -clock clk0 $non_clock_inputs
set_output_delay [expr $clk_period * $clk_io_pct] -clock clk0 [all_outputs]
==> qor.csv <==
metric,value,unit
ys_types,37,
hold_path.class,input port to output port,
crit_path_max_incr_delay,510,ps
power_frac_seq,0,%
cp-end-kind,output port,
ys_warn_count,24,
portBuffers,14,
setup.worst_path.start_class,input port,
placementRows,21,
synthesis.area,469,µm²
fin_util,25.1,%
crit_required,3120,ps
finalClockPeriodUsage,95.9,%
gp_congestion,0.848,
intPower,0.0507,mW
worst-path-max-fanout,2,
cp_data_arrival_time,2960,ps
sw_frac_of_total,46.1,%
grt.overflow.total,0,
period_minus_slack,3740,ps
worst-slew-pin-transition,312,ps
drc_errors,0,
p_sw,0.0433,mW
clock.fmax,267,MHz
hpwl,1210,µm
powerDensity,110,nW/µm²
postLayoutCellArea,857,µm²
area_delta_synth_final,82.7,%
final_layout_top_logic_cells,"15 x buf_4, 9 x clkdlybuf4s50_1, 5 x nor2_1, 5 x nand2_1",
die-area,6400,µm²
nClkBuffers,0,
totalWireLength,1660,µm
antenna_found_initial,0,
status,completed,
p_clk_share,0,%
postSynthCellCount,65,
area_leaders,"ha_1 11%, nor3b_1 6.4%, nor4b_4 5.1%",
rsz0062_at_grt,false,
die_h,80,µm
num_io_pins,14,
drt_iter0_drc,59,
grt_pass1_wl,2740,µm
slowest_stage,clkdlybuf4s50_1,
layout-drive-gt1-share,40.7,%
wire_per_inst,12.1,µm
synth_area_per_cell,7.22,µm²
drv_slew,0,
drtPass1Iterations,4,
dp_slack,-388,ps
vias,604,
path_class,input port to output port,
numSequentialCells,0,
cap_violations,0,
vias_per_cell,4.41,
postRouteAntennaNets,0,
ir_worst_vdd,45.9,µV
synth_top_cell_by_area,ha_1,
synth_stat.cells,65,
core-area,3420,µm²
grt_use_total,4.96,%
fp_util,13.7,%
worst_slack,159,ps
leakage,0.306,nW
path_cells,clkdlybuf4s50_1 -> nor4b_4 -> a31oi_2 -> or3_4 -> o22a_1 -> o221ai_2 -> clkdlybuf4s50_1,
top_area_share,10.7,%
postSynthSeqShare,0,%
num_antenna_cells,0,
ys_chip_area,469,µm²
comb_power_share,100.0,%
grt_max_degree,13,
mostFrequentLayoutCell,buf_4,
grt_pass1_vias,603,
crit_top_cell,clkdlybuf4s50_1,
warnings,35,
setup_viol,0,
die_x,80,µm
slew-limit-headroom,79.0,%
cts_hold_buf,0,
hold_viol,0,
flop_area,0,µm²
postPlaceCellArea,742,µm²
-- cell families after synthesis --
family | share of synthesized area (%)
xor+xnor | 5.60
buf+inv | 8.00
simple gates | 45.3
compound gates | 28.3
mux | 2.13
fa+ha+maj | 10.7
-- final cells by class --
cell class | count | area, µm²
Fill cell | 368 | 2560
Inverter | 2 | 7.51
Multi-Input combinational cell | 59 | 536
Tap cell | 46 | 57.6
Timing Repair Buffer | 30 | 256
-- power by group through the flow --
stage / logic, mW / registers [mW] / clock network [mW]
CTS: 0.0885 / 0 / 0
global route: 0.103 / 0 / 0
finish: 0.0940 / 0 / 0
-- synth_stat cells, drive strengths merged (2+ instances only) --
master and instances:
nor2 6, nor4 2, a21oi 3, nand2 5, xor2 2, nor4b 2
ha 4, inv 2, buf 3, o21ai 2, o22ai 2, nand2b 3
nor3 2, nand3b 3, nor3b 4
-- repair_timing --
item / 4_1_cts / 5_1_grt
gates resized: 23 / 11
endpoints found under the setup margin: 2 / 2
pin swaps: 8 / 5
cloned: 0 / 0
buffers inserted: 1 / 1
-- metal layers --
| layer | wire, µm | vias to the layer above | global-route usage [%] |
|---|---|---|---|
| met5 | 0 | - | 0 |
| met2 | 765 | 25 | 8.27 |
| met4 | 0 | 0 | 0.176 |
| met1 | 789 | 278 | 6.92 |
| li1 | - | 301 | - |
| met3 | 100 | 0 | 0.682 |
-- final timing paths --
check             startpoint      to  slack (ps)  cells past startpoint
hold / removal             B  result        2450                      5
setup / recovery          En      FT         160                      7
-- worst max-delay path, delay by kind of cell --
family                 cells  cell delay, ps
buffers and inverters      2             990
and+or+nand+nor            2             610
AOI/OAI and AO/OA          3             570
-- stage by stage --
| step | setup TNS, ps | cells | power [mW] | hold WS, ps |
|---|---|---|---|---|
| after floorplan | 0 | 65 | 0.0423 | 1610 |
| after global placement | -640 | 135 | 0.0810 | 2620 |
| after detailed placement | -647 | 135 | 0.0814 | 2610 |
| after CTS | 0 | 136 | 0.0885 | 2620 |
| after global routing | 0 | 137 | 0.103 | 2510 |
| final | 0 | 137 | 0.0940 | 2450 |
Power is estimated from default activity; no workload was simulated.
